[flow/design.v]
module HD(
    code_word1,
    code_word2,
    out_n
);
input   [6:0]code_word1;
input   [6:0]code_word2;
output reg signed   [5:0]out_n;
reg [1:0]opt;
reg signed [3:0]w1;     
reg signed [3:0]w2;     
reg [1:0]c1;     
reg [1:0]c2;     
reg [1:0]c3;     
always@(*) begin
    w1 = code_word1[3:0];
    w2 = code_word2[3:0];
    c1[1] = code_word1[6] ^ code_word1[3] ^ code_word1[2] ^ code_word1[1];
    c2[1] = code_word1[5] ^ code_word1[3] ^ code_word1[2] ^ code_word1[0];
    c3[1] = code_word1[4] ^ code_word1[3] ^ code_word1[1] ^ code_word1[0];
    c1[0] = code_word2[6] ^ code_word2[3] ^ code_word2[2] ^ code_word2[1];
    c2[0] = code_word2[5] ^ code_word2[3] ^ code_word2[2] ^ code_word2[0];
    c3[0] = code_word2[4] ^ code_word2[3] ^ code_word2[1] ^ code_word2[0];   
    if(c1[1] & c2[1] & !(c3[1])) begin
        opt[1] = w1[2];
        w1[2] = !(w1[2]);
    end
    if(!(c1[1]) & c2[1] & c3[1]) begin
        opt[1] = w1[0];
        w1[0] = !(w1[0]);
    end
    if(c1[1] & !(c2[1]) & c3[1]) begin
        opt[1] = w1[1];
        w1[1] = !(w1[1]);
    end
    if(c1[1] & c2[1] & c3[1]) begin
        opt[1] = w1[3];
        w1[3] = !(w1[3]);
    end
    if(c1[1] & !(c2[1]) & !(c3[1]))
        opt[1] = code_word1[6];
    if(!(c1[1]) & c2[1] & !(c3[1]))
        opt[1] = code_word1[5];
    if(!(c1[1]) & !(c2[1]) & c3[1])
        opt[1] = code_word1[4];
     if(c1[0] & c2[0] & !(c3[0])) begin
        opt[0] = w2[2];
        w2[2] = !(w2[2]);
    end
    if(!(c1[0]) & c2[0] & c3[0]) begin
        opt[0] = w2[0];
        w2[0] = !(w2[0]);
    end
    if(c1[0] & !(c2[0]) & c3[0]) begin
        opt[0] = w2[1];
        w2[1] = !(w2[1]);
    end
    if(c1[0] & c2[0] & c3[0]) begin
        opt[0] = w2[3];
        w2[3] = !(w2[3]);
    end
    if(c1[0] & !(c2[0]) & !(c3[0]))
        opt[0] = code_word2[6];
    if(!(c1[0]) & c2[0] & !(c3[0]))
        opt[0] = code_word2[5];
    if(!(c1[0]) & !(c2[0]) & c3[0])
        opt[0] = code_word2[4];
    case(opt)
        2'b00:  out_n = 2 * w1 + w2;
        2'b01:  out_n = 2 * w1 - w2;
        2'b10:  out_n = w1 - 2 * w2;
        2'b11:  out_n = w1 + 2 * w2;
    endcase
end
endmodule
[flow/run.sh]
#!/bin/bash
# OpenROAD 26Q1-2900-gdf79404cd8, Yosys 0.63+post, stock flow scripts
make -C /OpenROAD-flow-scripts/flow DESIGN_CONFIG=/design/flow/config.mk WORK_HOME=/design/flow/orfs finish
[flow/config.mk]
export PLATFORM = sky130hd
export DESIGN_NAME = HD
export DESIGN_NICKNAME = HD
export VERILOG_FILES = /design/flow/design.v
export SDC_FILE = /design/flow/constraint.sdc
export NUM_CORES = 4
export LEC_CHECK = 1
export CORE_AREA = 10 10 97 97
export DIE_AREA = 0 0 107 107
[flow/constraint.sdc]
current_design HD

set clk_period 11.0
set clk_io_pct 0.2

create_clock -name clk0 -period $clk_period

set non_clock_inputs [all_inputs -no_clocks]
set_input_delay [expr $clk_period * $clk_io_pct] -clock clk0 $non_clock_inputs
set_output_delay [expr $clk_period * $clk_io_pct] -clock clk0 [all_outputs]
==> run_results.csv <==
group,metric,value,unit
detailed_routing,vias,1736,
yosys,synth-edff-count,0,
timing,maxSlewHeadroom,0.532,
detailed_routing,drc,0,
clocking,cts_setup_buffers,0,
floorplan,die_area,11400,um2
timing,maxSlewViolCount,0,
yosys,yosysMostFrequentCell,"a21oi_1",
detailed_routing,drt_iter0_drc,70,
grt,track_usage,0.0742,
yosys,ys.flop_type,"dlxtn_1",
timing,fmax,108,MHz
detailed_routing,via_per_inst,4.84,
worst_hold_path,hold_path.class,"primary input to output port",
yosys,top_area_cell,"xnor2_1",
detailed_routing,antenna_cells,0,
yosys,area_leaders,"xnor2_1 (13%), ha_1 (8.6%), a21oi_1 (7.4%)",
floorplan,core_area,7290,um2
grt,grt_overflow,0,
clocking,post_cts_resize_count,0,
clocking,ctsHoldBuffers,0,
finish,drive_gt1_frac,0.0538,
timing,rsz0062_at_grt,"false",
yosys,top_area_frac,0.125,
placed_design,dp.final_hpwl,3430,um
setup_path,critPathLaunchType,"primary input",
yosys,ys_ff,2,
placed_design,portBuffers,20,
yosys,syn-cell-area,1890,um2
power_and_ir_drop,peakVddDrop,114,uV
yosys,avgSynthCellArea,7.25,um2
floorplan,rows,31,
floorplan,initCoreUtil,0.259,
yosys,netlist_instances,260,
timing,period_minus_slack,9.23,ns
yosys,async_flop_share,0,
timing,setup_tns,0,ns
setup_path,critical_path_class,"primary input to output port",
timing,whs,5.94,ns
flow_run,maxCapViolCount,0,
timing,fin_crit_sh,0.839,
yosys,synth_warnings,3,
flow_run,tool_warnings,36,
setup_path,worst-path-max-fanout,18,
power_and_ir_drop,power_density,127,nW/um2
timing,unclocked_pins,2,
finish,area_growth,11.2,%
setup_path,cp.arrival,7.03,ns
setup_path,crit_required,8.80,ns
detailed_routing,dr.pass1.iters,4,
timing,final-hold-violation-count,0,
finish,largest_reg_flops,2,
power_and_ir_drop,p_leak,0.799,nW
setup_path,endpoint_kind,"output port",
timing,setup_viol,0,
yosys,synth_cell_type_count,57,
yosys,ys_cells,260,
timing,untimed_endpoints,2,
yosys,yosysChipArea,1890,um2
worst_hold_path,min_from,"code_word1[6]",
timing,worst-slew-pin-transition,0.700,ns
floorplan,ios,20,
yosys,yosys-top-cells-count,"a21oi_1 (28), xnor2_1 (27), nor2_1 (19)",
worst_hold_path,hold-path-cell-count,6,
status,status,"complete, no violations",
finish,fin_area,2100,um2
worst_hold_path,holdPathEnd,"out_n[3]",
floorplan,die_h,107,um
grt,antenna_found_initial,0,
grt,grt_pass1_wl,7410,um
placed_design,post_dp_cell_area,2100,um2
grt,grt_pass1_vias,1509,
detailed_routing,drtAntennaViolNets,0,
placed_design,routabilityCongestion,0.857,
detailed_routing,routedWlPerCell,12.2,um
floorplan,die.size.x,107,um
grt,grt_max_degree,19,
detailed_routing,routed_wl,4370,um
==> worst max-delay path by stage <==
stage / start / end / slack [ns] / cells past startpoint
global route: code_word1[3] / out_n[5] / 1.25 / 17
finish: code_word1[3] / out_n[5] / 1.77 / 17
CTS: code_word1[3] / out_n[5] / 1.79 / 17
==> metal layers <==
layer  routed length [um]  track usage
met5                    0            0
met1                 2310        0.116
met2                 1940        0.115
met4                    0            0
met3                  118      0.00485
==> power breakdown <==
group | leakage (nW) | switching (mW) | internal, mW | total [mW]
clock network | 0 | 0 | 0 | 0
logic | 0.782 | 0.134 | 0.132 | 0.265
registers | 0.0161 | 0.000209 | 0.00158 | 0.00179
total | 0.799 | 0.134 | 0.133 | 0.267
==> metrics by stage <==
| stage | setup slack (ns) | power [mW] | instances | util |
|---|---|---|---|---|
| global route | 1.25 | 0.305 | 359 | 0.288 |
| finish | 1.77 | 0.267 | 359 | 0.288 |
| CTS | 1.79 | 0.270 | 359 | 0.288 |
| detailed placement | 1.84 | 0.268 | 359 | 0.288 |
| global placement | 1.85 | 0.268 | 359 | 0.288 |
| floorplan | 3.46 | 0.192 | 260 | - |
==> critical path, cell delays in order <==
cell,delay (ns)
clkdlybuf4s50_1,0.89
xor3_2,0.68
xnor2_1,0.36
nand2_1,0.12
a21oi_1,0.16
a211oi_1,0.08
o31ai_2,0.12
nand2_1,0.33
o21ai_0,0.25
o31ai_1,0.14
fa_1,0.44
a21o_1,0.19
a21oi_1,0.16
xor2_1,0.19
xnor2_1,0.08
mux2i_1,0.13
clkdlybuf4s50_1,0.49
==> cell families (layout without fill, tap and decap cells) <==
family | after synthesis | count (layout) | share of synthesized area
latches | 2 | 2 | 0.0159
AOI/OAI and AO/OA | 85 | 85 | 0.307
and+or+nand+nor | 72 | 72 | 0.192
adders and majority gates | 16 | 16 | 0.118
xor gates and xnor gates | 43 | 43 | 0.243
muxes | 6 | 6 | 0.0325
buffers and inverters | 36 | 36 | 0.0916
==> final cells by class <==
| type | count | area (um2) |
|---|---|---|
| inverters | 16 | 60.1 |
| fillers | 814 | 5190 |
| multi-input cells | 222 | 1680 |
| repair buffers | 20 | 200 |
| well taps | 99 | 124 |
| flip-flops and latches | 2 | 30.0 |
==> layout by cell type (no fill, tap or decap), types with 3 or more instances in the layout <==
| cell | instances |
|---|---|
| nor2_1 | 19 |
| mux2i_1 | 5 |
| nand2_1 | 14 |
| fa_1 | 3 |
| inv_1 | 16 |
| a21oi_1 | 28 |
| o221ai_1 | 4 |
| nand2b_1 | 7 |
| a211oi_1 | 3 |
| clkdlybuf4s50_1 | 20 |
| ha_1 | 13 |
| a21o_1 | 3 |
| a31oi_1 | 4 |
| xnor2_1 | 27 |
| o21ai_0 | 14 |
| and3_1 | 5 |
| nand3_1 | 3 |
| or3_1 | 3 |
| xor2_1 | 9 |
| o21bai_1 | 3 |
| nor3_1 | 10 |
| o211ai_1 | 3 |
| o22ai_1 | 4 |
Power figures rest on the tool's default switching activity, not on a simulated workload.
