==> flow/design.v <==
module STI_DAC(clk ,reset, load, pi_data, pi_length, pi_fill, pi_msb, pi_low, pi_end,
           so_data, so_valid,
           oem_finish, oem_dataout, oem_addr,
           odd1_wr, odd2_wr, odd3_wr, odd4_wr, even1_wr, even2_wr, even3_wr, even4_wr);
input       clk, reset;
input       load, pi_msb, pi_low, pi_end; 
input   [15:0]  pi_data;
input   [1:0]   pi_length;
input       pi_fill;
output  reg so_data, so_valid;
output reg oem_finish, odd1_wr, odd2_wr, odd3_wr, odd4_wr, even1_wr, even2_wr, even3_wr, even4_wr;
output reg[4:0] oem_addr;
output reg[7:0] oem_dataout;
reg [5:0]counter1;
reg [5:0]counter2;
reg [5:0]counter3;
reg [4:0]counter4;
reg [4:0]counter5;
reg [7:0]memory;
reg [8:0]addr;
reg [5:0]row;
reg [8:0]col; 
reg [2:0]num1;
reg [2:0]num2;
always@(posedge clk)
begin
    if (reset)
	begin
    so_data <= 1'b0;
    so_valid <= 1'b0;
    oem_finish <= 1'b0;
    odd1_wr <= 1'b0;
    odd2_wr <= 1'b0;
    odd3_wr <= 1'b0;
    odd4_wr <= 1'b0;
    even1_wr <= 1'b0;
    even2_wr <= 1'b0;
    even3_wr <= 1'b0;
    even4_wr <= 1'b0;
    oem_addr <= 5'b0;
    oem_dataout <= 8'b0;
    counter3 <= 6'b000111;
    counter4 <= 5'b0;
    counter5 <= 5'b0;
    row <= 6'b0;
    col <= 4'b0;
    addr <= 9'b0;
    num1 <= 3'b0;
    num2 <= 3'b0;
	end
	else
	begin
    if (load)
    begin   
    so_data <= 1'b0;
    counter1 <= 6'b100000;
    counter2 <= 6'b000000;
    end
    else
    begin
        case (pi_length)
        2'b00:begin  
            if (pi_low == 1 && pi_msb == 1)
            begin
                if (counter1 >= 25)
                begin
                so_data <= pi_data[counter1 - 17];
                counter1 <= counter1 - 1;
                so_valid <= 1;
                end
                else
                so_valid <= 0;
            end
            else if (pi_low == 1 && pi_msb == 0) 
            begin
                if (counter2 <= 7)
                begin
                so_data <= pi_data[counter2 + 8];
                counter2 <= counter2 + 1;
                so_valid <= 1;
                end
                else
                so_valid <= 0;
            end
            else if (pi_low == 0 && pi_msb == 1) 
            begin
                if (counter1 >= 25)
                begin
                so_data <= pi_data[counter1 - 25];
                counter1 <= counter1 - 1;
                so_valid <= 1;
                end
                else
                so_valid <= 0;
            end
            else if (pi_low == 0 && pi_msb == 0) 
            begin
                if (counter2 <= 6'b000111)
                begin
                so_data <= pi_data[counter2];
                counter2 <= counter2 + 1;
                so_valid <= 1;
                end
                else
                so_valid <= 0;
            end
			else
				oem_dataout <= oem_dataout;
            end
        2'b01:begin  
            if (pi_msb == 1)
            begin
                if (counter1 >= 17)
                begin
                so_data <= pi_data[counter1 - 17];
                counter1 <= counter1 - 1;
                so_valid <= 1;
                end
                else
                so_valid <= 0;  
            end     
            else
            begin
                if (counter2 <= 15)
                begin
                so_data <= pi_data[counter2];
                counter2 <= counter2 + 1;
                so_valid <= 1;
                end
                else
                so_valid <= 0;  
            end 
            end     
        2'b10:begin  
            if (pi_fill == 1 && pi_msb == 1)
            begin
                if (counter1 > 8 && counter1 >= 17)
                begin
                so_data <= pi_data[counter1 - 17];
                counter1 <= counter1 - 1;
                so_valid <= 1;
                end
                else if (counter1 > 8 && counter1 < 17)
                begin
                so_data <= 1'b0;
                counter1 <= counter1 - 1;
                so_valid <= 1;
                end
                else 
                so_valid <= 0;
            end
            else if (pi_fill == 1 && pi_msb == 0)
            begin
                if (counter2 <= 23 && counter2 <= 7)
                begin
                so_data <= 1'b0;
                counter2 <= counter2 + 1;
                so_valid <= 1;
                end
                else if (counter2 <= 23 && counter2 > 7)
                begin
                so_data <= pi_data[counter2 - 8];
                counter2 <= counter2 + 1;
                so_valid <= 1;
                end
                else
                so_valid <= 0;
            end
            else if (pi_fill == 0 && pi_msb == 1)
            begin
                if (counter1 > 8 && counter1 >=25)
                begin
                so_data <= 1'b0;
                counter1 <= counter1 - 1;
                so_valid <= 1;
                end
                else if (counter1 > 8 && counter1 < 25) 
                begin
                so_data <= pi_data[counter1 - 9];
                counter1 <= counter1 - 1;
                so_valid <= 1;
                end
                else 
                so_valid <= 0;
            end
            else if (pi_fill == 0 && pi_msb == 0)
            begin
                if (counter2 <= 23 && counter2 <= 15)
                begin
                so_data <= pi_data[counter2];
                counter2 <= counter2 + 1;
                so_valid <= 1;
                end
                else if (counter2 <= 23 && counter2 > 15)
                begin
                so_data <= 1'b0;
                counter2 <= counter2 + 1;
                so_valid <= 1;
                end
                else
                so_valid <= 0;
            end
			else
				oem_dataout <= oem_dataout;
            end
        2'b11:begin  
            if (pi_fill == 1 && pi_msb == 1)
            begin
                if (counter1 > 0 && counter1 >= 17)
                begin
                so_data <= pi_data[counter1 - 17];
                counter1 <= counter1 - 1;
                so_valid <= 1;
                end
                else if (counter1 > 0 && counter1 < 17)
                begin
                so_data <= 1'b0;
                counter1 <= counter1 - 1;
                so_valid <= 1;
                end
                else
                so_valid <= 0;
            end
            else if (pi_fill == 1 && pi_msb == 0)
            begin
                if (counter2 <= 31 && counter2 <= 15)
                begin
                so_data <= 1'b0;
                counter2 <= counter2 + 1;
                so_valid <= 1;
                end
                else if (counter2 <= 31 && counter2 > 15)
                begin
                so_data <= pi_data[counter2 - 16];
                counter2 <= counter2 + 1;
                so_valid <= 1;
                end
                else
                so_valid <= 0;
            end
            else if (pi_fill == 0 && pi_msb == 1)
            begin
                if (counter1 > 0 && counter1 > 16)
                begin
                so_data <= 1'b0;
                counter1 <= counter1 - 1;
                so_valid <= 1;
                end
                else if (counter1 > 0 && counter1 <= 16)
                begin
                so_data <= pi_data[counter1 - 1];
                counter1 <= counter1 - 1;
                so_valid <= 1;
                end
                else
                so_valid <= 0;
            end
            else if (pi_fill == 0 && pi_msb == 0)
            begin
                if (counter2 <= 31 && counter2 <= 15)
                begin
                so_data <= pi_data[counter2];
                counter2 <= counter2 + 1;
                so_valid <= 1;
                end
                else if (counter2 <= 31 && counter2 > 15)
                begin
                so_data <= 1'b0;
                counter2 <= counter2 + 1;
                so_valid <= 1;
                end
                else
                so_valid <= 0;
            end
			else
				oem_dataout <= oem_dataout;
            end
        default:begin
                so_data <= 1'b0;
                so_valid <= 1'b0;
            end
        endcase
    end 
            if(so_valid)
            begin       
                memory[counter3] <= so_data;
                if (counter3 > 0)
                counter3 <= counter3 - 1;              
                else
                begin
                	counter3 <= 7; 
            	col <= col + 1;		
                	if (col == 8) 
            	begin
           	 	col <= 1;        
                	row <= row +1;
            	end
            	end
            end
            else if  ((pi_end == 1) && (so_valid == 0) && (so_data == 1))
            begin
                memory[counter3] <= 1'b0;
                if (counter3 > 0)        
                counter3 <= counter3 - 1;              
                else
                begin
                	counter3 <= 7; 
            	col <= col + 1;
                	if (col == 8)   
            	begin
            	col <= 1;      
                	row <= row +1;
            	end
            	end              
            end
			else
				oem_dataout <= oem_dataout;
    if (counter3 == 1)
    begin
    odd1_wr <= 0;
    odd2_wr <= 0;
    odd3_wr <= 0;
    odd4_wr <= 0;
    even1_wr <= 0;
    even2_wr <= 0;
    even3_wr <= 0;
    even4_wr <= 0;
    end 
    else if (counter3 == 7)
    begin
    oem_dataout <= memory;
    end
    else if(counter3 == 6 && col > 0)
    begin
                    case(num1)
                    3'b000:begin
                        if (row[0]== 0 && col[0] == 1 && counter4 < 31)
                        begin
                        odd1_wr <= 1;                                           
                        oem_addr <= counter4;
                        counter4 <= counter4 + 1;   
                        end
                        else if (row[0] == 1 && col[0] == 0 && counter4 < 31)
                        begin
                        odd1_wr <= 1;                       
                        oem_addr <= counter4;
                        counter4 <= counter4 + 1;
                        end
                        else if (row[0] == 1 && col[0] == 0 && counter4 == 31)
                        begin
                        odd1_wr <= 1;
                        oem_addr <= counter4;
                        counter4 <= 0;      
                        num1 <= num1 + 1;
                        end
						else
							oem_dataout <= oem_dataout;
                        end
                    3'b001:begin
                        if (row[0] == 0 && col[0] == 1 && counter4 < 31)
                        begin
                        odd2_wr <= 1;                   
                        oem_addr <= counter4;
                        counter4 <= counter4 + 1;
                        end
                        else if (row[0] == 1 && col[0] == 0 && counter4 < 31)
                        begin
                        odd2_wr <= 1;                                               
                        oem_addr <= counter4;
                        counter4 <= counter4 + 1;                       
                        end
                        else if (row[0] == 1 && col[0] == 0 && counter4 == 31)
                        begin
                        odd2_wr <= 1;                       
                        counter4 <= 0;
                        oem_addr <= counter4;
                        num1 <= num1 + 1;                       
                        end
						else
							oem_dataout <= oem_dataout;
                        end
                    3'b010:begin
                        if (row[0] == 0 && col[0] == 1 && counter4 < 31)
                        begin                       
                        odd3_wr <= 1;                                           
                        oem_addr <= counter4;
                        counter4 <= counter4 + 1;                   
                        end
                        else if (row[0] == 1 && col[0] == 0 && counter4 < 31)
                        begin
                        odd3_wr <= 1;                                           
                        oem_addr <= counter4;
                        counter4 <= counter4 + 1;                       
                        end
                        else if (row[0] == 1 && col[0] == 0 && counter4 == 31)
                        begin
                        odd3_wr <= 1;                       
                        counter4 <= 0;
                        oem_addr <= counter4;
                        num1 <= num1 + 1;
                        end
						else
							oem_dataout <= oem_dataout;
                        end
                    3'b011:begin
                        if (row[0] == 0 && col[0] == 1 && counter4 < 31)
                        begin                       
                        odd4_wr <= 1;
                        oem_addr <= counter4;
                        counter4 <= counter4 + 1;
                        end
                        else if (row[0] == 1 && col[0] == 0 && counter4 < 31)
                        begin
                        odd4_wr <= 1;                   
                        oem_addr <= counter4;
                        counter4 <= counter4 + 1;
                        end
                        else if (row[0] == 1 && col[0] == 0 && counter4 == 31)
                        begin
                        odd4_wr <= 1;
                        counter4 <= 0;
                        oem_addr <= counter4;
                        num1 <= num1 + 1;
                        end
						else
							oem_dataout <= oem_dataout;
                        end 
					3'b100:begin
						if (row[0] == 0 && col[0] == 1 && counter4 < 31)
						oem_finish <= 1;
						else
						oem_dataout <= oem_dataout;
						end
                    default:begin
                        odd1_wr <= 0;
                        odd2_wr <= 0;
                        odd3_wr <= 0;
                        odd4_wr <= 0;
                        end
                    endcase 
                    case(num2)
                    3'b000:begin
                        if (row[0] == 0 && col[0] == 0 && counter5 < 31)
                        begin
                        even1_wr <= 1;              
                        oem_addr <= counter5;
                        counter5 <= counter5 + 1;
                        end
                        else if (row[0] == 1 && col[0] == 1 && counter5 < 31)
                        begin
                        even1_wr <= 1;                  
                        oem_addr <= counter5;
                        counter5 <= counter5 + 1;
                        end
                        else if (row[0] == 1 && col[0] == 1 && counter5 == 31)
                        begin
                        even1_wr <= 1;
                        counter5 <= 0;
                        oem_addr <= counter5;
                        num2 <= num2 + 1;
                        end
						else
							oem_dataout <= oem_dataout;
                        end
                    3'b001:begin
                        if (row[0] == 0 && col[0] == 0 && counter5 < 31)
                        begin
                        even2_wr <= 1;                  
                        oem_addr <= counter5;
                        counter5 <= counter5 + 1;
                        end
                        else if (row[0] == 1 && col[0] == 1 && counter5 < 31)
                        begin
                        even2_wr <= 1;                  
                        oem_addr <= counter5;
                        counter5 <= counter5 + 1;
                        end
                        else if (row[0] == 1 && col[0] == 1 && counter5 == 31)
                        begin
                        even2_wr <= 1;
                        counter5 <= 0;
                        oem_addr <= counter5;
                        num2 <= num2 + 1;
                        end
						else
							oem_dataout <= oem_dataout;
                        end
                    3'b010:begin
                        if (row[0] == 0 && col[0] == 0 && counter5 < 31)
                        begin
                        even3_wr <= 1;                  
                        oem_addr <= counter5;
                        counter5<= counter5 + 1;
                        end
                        else if (row[0] == 1 && col[0] == 1 && counter5 < 31)
                        begin
                        even3_wr <= 1;                      
                        oem_addr <= counter5;
                        counter5 <= counter5 + 1;
                        end
                        else if (row[0] == 1 && col[0] == 1 && counter5 == 31)
                        begin
                        even3_wr <= 1;
                        counter5 <= 0;
                        oem_addr <= counter5;
                        num2 <= num2 + 1;
                        end
						else
							oem_dataout <= oem_dataout;
                        end
                    3'b011:begin
                        if (row[0] == 0 && col[0] == 0 && counter5 < 31)
                        begin
                        even4_wr <= 1;                  
                        oem_addr <= counter5;
                        counter5 <= counter5 + 1;
                        end
                        else if (row[0] == 1 && col[0] == 1 && counter5 < 31)
                        begin
                        even4_wr <= 1;                      
                        oem_addr <= counter5;
                        counter5 <= counter5 + 1;
                        end
                        else if (row[0] == 1 && col[0] == 1 && counter5 == 31)
                        begin
                        even4_wr <= 1;
                        counter5 <= 0;
                        oem_addr <= counter5;
                        num2 <= num2 + 1;
                        end
						else
							oem_dataout <= oem_dataout;
                        end
                    default:begin
                        even1_wr <= 0;
                        even2_wr <= 0;
                        even3_wr <= 0;
                        even4_wr <= 0;
                        end
                    endcase
	end
	else
		oem_dataout <= oem_dataout;
end
end
endmodule
==> flow/run.sh <==
#!/bin/bash
# OpenROAD 26Q1-2900-gdf79404cd8, Yosys 0.63+post, stock flow scripts
make -C /OpenROAD-flow-scripts/flow DESIGN_CONFIG=/design/flow/config.mk WORK_HOME=/design/flow/orfs finish
==> flow/config.mk <==
export PLATFORM = sky130hd
export DESIGN_NAME = STI_DAC
export DESIGN_NICKNAME = STI_DAC
export VERILOG_FILES = /design/flow/design.v
export SDC_FILE = /design/flow/constraint.sdc
export NUM_CORES = 4
export LEC_CHECK = 1
export CORE_UTILIZATION = 40
==> flow/constraint.sdc <==
current_design STI_DAC

set clk_period 4.8
set clk_io_pct 0.2

create_clock -name clk0 -period $clk_period [get_ports {clk}]

set non_clock_inputs [all_inputs -no_clocks]
set_input_delay [expr $clk_period * $clk_io_pct] -clock clk0 $non_clock_inputs
set_output_delay [expr $clk_period * $clk_io_pct] -clock clk0 [all_outputs]
==> impl_metrics.yaml <==
# physical design summary
synthesis:
  ys_ff: 76
  adder_share: 0.0896
  topCombFamilyByArea: "simple AND/OR/NAND/NOR gates"
  compound_area_frac: 0.144
  ys_cells: 567
  syn_area_um2: 4890
  yosys.area_share.xor_xnor: 0.0448
  yosysUniqueCellTypes: 66
  ys_sh_mux: 0.103
  ff_type: "dfxtp_1"
  simple_gate_share: 0.217
  async_reset_ff_frac: 0
  synth_warnings: 1
  synth_seq_share: 0.352
  avgSynthCellArea_um2: 8.62
  synth-edff-count: 20
  synth_cells: 567
  ys_area_um2: 4890
placement:
  io_buffers: 48
  preCtsSetupSlack_ns: 1.27
  dpl.hpwl_um: 7580
  gp_congestion: 0.895
floorplan:
  die_area_um2: 12700
  coreArea_um2: 12000
  die_w_um: 113
  fp_util: 0.408
  die_h_um: 113
  ioPinCount: 49
  num_rows: 40
power_and_ir_drop:
  power.total_mw: 1.60
  peakVddDrop_uv: 141
  power_density_nw_per_um2: 279
  power_leakage_nw: 2.19
setup_path:
  reg2reg_from: "counter1[0]"
  critPathRequiredTime_ns: 5.08
  crit_fanout: 9
  crit_path_cell_trace: "inv_1 -> ha_1 -> mux2i_1 -> mux4_2 -> mux2_2 -> or4_1 -> a31oi_1 -> a211o_1 -> a32o_1"
  crit_type: "flip-flop to flip-flop"
  end_kind: "flip-flop"
  worst_path_max_delay_cell: "ha_1"
  cpPeakStageDelay_ns: 0.59
  cp_top_family: "multiplexers"
  crit_arrival_ns: 3.47
  start_kind: "flip-flop"
  startpoint: "counter1[0]"
  critPathBufInv: 1
timing:
  tightestPinTransition_ns: 0.714
  max_slew_margin: 0.520
  max_freq_ghz: 0.314
  min_period_over_period: 0.664
  slew_viol_final: 0
  fin_tns_setup_ns: 0
  fin_ws_ns: 1.61
  whs_ns: 0.475
  rsz0062_at_grt: "false"
  layout_min_cycle_time_ns: 3.19
  hold_viol_final: 0
  skew_ns: 0.00295
  setup-violations-final: 0
cts:
  cts_tree: "yes"
  numCtsBuffers: 9
  cts_sinks: 76
  post_cts.repair.setup_buffers: 0
  clock-root-buffer: "clkbuf_16"
  hold_buffers: 0
  post_cts_resize_count: 0
  clockBufferDepth: 2
  h-tree-depth: 3
  insertion_delay_ns: 0.34
  clk_pin_slew_ns: 0.06
global_routing:
  grt_pass1_wl_um: 17900
  gr-total-overflow: 0
  grt_max_degree: 32
  track_usage: 0.176
  antenna_found_initial: 0
  grt_pass1_vias: 3807
flow_run:
  warnings: 45
  cap_violations: 0
min_path:
  hp-class: "flip-flop to flip-flop"
  min_from: "even1_wr"
finish:
  ff_latch_area_um2: 1720
  area_delta_synth_final_pct: 17.4
  drive_gt1_frac: 0.0479
  mi_logic_area_um2: 2920
  fillers: 1133
routing:
  postRouteAntennaNets: 0
  wl_per_cell_um: 13.7
  drc: 0
  drt_iter0_drc: 192
  drt_pass1_iterations: 5
  routed_wl_um: 10300
  vias: 4114
  viasPerCell: 5.47
  diodes: 0
status:
  run_status: "finished clean"
[layout make-up]
cell class / instances / share of cell area
multi-input combinational: 431 / 0.509
tap: 147 / 0.0321
sequential: 76 / 0.300
inverter: 32 / 0.0209
clock inverter: 5 / 0.00894
clock buffer: 11 / 0.0423
timing repair buffer: 50 / 0.0863
[logic make-up after synthesis]
kind of cell | Yosys count
flip-flops | 76
AND/OR/NAND/NOR | 221
XOR/XNOR | 25
buffers and inverters | 60
adder cells (fa/ha/maj) | 35
multiplexers | 41
AND-OR/OR-AND | 109
[placed cells by master, fill, tap and decap left out, types with 6 or more instances in the layout]
master            n
nand3_1          18
a21oi_1          33
mux2i_1          25
or3_1             6
clkdlybuf4s50_1  48
nor3_1           14
o21ai_0          13
mux2_1            8
edfxtp_1         20
nor2_1           88
nor4_1           10
xor2_1           10
ha_1             35
clkbuf_16         9
and3_1            9
xnor2_1          15
nand4_1           8
nand2b_1          8
a31oi_1           8
inv_1            28
o21ai_1          11
nand2_1          35
dfxtp_1          56
[cells in the mapped netlist (3+ instances only)]
cell      instances  area [um2]
nand2b_1          8        50.1
or3_1             6        37.5
nor2_1           88         330
and3_1            9        56.3
o31ai_1           4        30.0
inv_1            28         105
ha_1             35         438
inv_2             4        15.0
clkbuf_1         23        86.3
edfxtp_1         20         601
mux2i_1          25         250
xnor2_1          15         131
nand2_1          35         131
o21ai_1          11        55.1
mux2_1            8        90.1
or2_1             4        25.0
xor2_1           10        87.6
a31oi_1           8        50.1
a311oi_1          3        26.3
nand4_1           8        50.1
nor3_1           14        70.1
dfxtp_1          56        1120
nand3_1          18        90.1
and2_1            4        25.0
a21oi_1          33         165
o21ai_0          13        65.1
nor4_1           10        62.6
a211oi_1          4        30.0
or4_1             5        37.5
mux4_2            5         113
[worst min-delay path, stage by stage, from the launching register on]
cell     delay (ns)
dfxtp_1        0.33
a21oi_1        0.05
nor2_1         0.07
[per-stage QoR]
stage / utilization / cell area (um2) / instances
6_report: 0.480 / 5740 / 752
5_1_grt: 0.480 / 5740 / 752
4_1_cts: 0.480 / 5740 / 752
3_5_place_dp: 0.455 / 5440 / 736
3_3_place_gp: 0.455 / 5440 / 736
2_1_floorplan: - / 4890 / 567
[state kept, by name, indices dropped and copies added (netlist names), 3 cells and up]
register and flops:
col 9, memory 8, oem_dataout 8, counter1 6, counter2 6, counter3 6, counter4 5, counter5 5
oem_addr 5, num1 3, num2 3
[layer usage]
layer / global-route usage / up-vias / wire length (um)
li1: - / 2110 / -
met1: 0.268 / 1902 / 5120
met4: 0.0267 / 0 / 156
met2: 0.272 / 90 / 4600
met3: 0.0336 / 12 / 450
met5: 0 / - / 0
[final timing paths]
| path | endpoint | slack [ns] | cells past startpoint |
|---|---|---|---|
| max | so_data | 1.61 | 9 |
| min | even1_wr | 0.48 | 2 |
| max reg2reg | so_data | 1.61 | 9 |
| min reg2reg | even1_wr | 0.48 | 2 |
[power breakdown]
part | switching (mW) | internal [mW]
Combinational | 0.117 | 0.114
Sequential | 0.0252 | 0.680
Clock | 0.249 | 0.413
Total | 0.392 | 1.21
